==> ./design.v <==
module SMC(
    mode,
    W_0, V_GS_0, V_DS_0,
    W_1, V_GS_1, V_DS_1,
    W_2, V_GS_2, V_DS_2,
    W_3, V_GS_3, V_DS_3,
    W_4, V_GS_4, V_DS_4,
    W_5, V_GS_5, V_DS_5,   
    out_n
);
input [2:0] W_0, V_GS_0, V_DS_0;
input [2:0] W_1, V_GS_1, V_DS_1;
input [2:0] W_2, V_GS_2, V_DS_2;
input [2:0] W_3, V_GS_3, V_DS_3;
input [2:0] W_4, V_GS_4, V_DS_4;
input [2:0] W_5, V_GS_5, V_DS_5;
input [1:0] mode;
output reg [7:0] out_n; 								 
wire [2:0] W [0:5];
wire [2:0] V_GS [0:5];
wire [2:0] V_DS [0:5];
wire [2:0] V_DSS [0:5];  
reg [7:0] cal [0:5];
reg [3:0] cal_mul_0 [0:5];
reg [3:0] cal_mul_1 [0:5];
reg [2:0] i, j;
reg [9:0] sort [0:2];
reg [2:0] order [0:5];
reg [2:0] out_mul [0:2];
reg [1:0] out_shf;
assign W[0] = W_0;
assign W[1] = W_1;
assign W[2] = W_2;
assign W[3] = W_3;
assign W[4] = W_4;
assign W[5] = W_5;
assign V_GS[0] = V_GS_0;
assign V_GS[1] = V_GS_1;
assign V_GS[2] = V_GS_2;
assign V_GS[3] = V_GS_3;
assign V_GS[4] = V_GS_4;
assign V_GS[5] = V_GS_5;
assign V_DS[0] = V_DS_0;
assign V_DS[1] = V_DS_1;
assign V_DS[2] = V_DS_2;
assign V_DS[3] = V_DS_3;
assign V_DS[4] = V_DS_4;
assign V_DS[5] = V_DS_5;
assign V_DSS[0] = V_GS_0 - 1;
assign V_DSS[1] = V_GS_1 - 1;
assign V_DSS[2] = V_GS_2 - 1;
assign V_DSS[3] = V_GS_3 - 1;
assign V_DSS[4] = V_GS_4 - 1;
assign V_DSS[5] = V_GS_5 - 1;
always@* begin
  for(i = 0; i < 6; i = i + 1) begin
    if((V_DSS[i]) > V_DS[i]) begin  
      cal_mul_0[i] = V_DS[i];
      if(mode[0]) cal_mul_1[i] = (V_DSS[i] << 1) - V_DS[i];
      else        cal_mul_1[i] = 4'd2;
    end
    else begin
      cal_mul_0[i] = V_DSS[i];
      if(mode[0]) cal_mul_1[i] = V_DSS[i];
      else        cal_mul_1[i] = 4'd2;
    end
    cal[i] = (W[i] * cal_mul_0[i] * cal_mul_1[i]) / 2'd3;
  end
end
always @* begin
  for(i = 0; i < 6; i = i + 1) begin
    if(mode[1]) order[i] = 0;
    else        order[i] = -3;
  end
  for(i = 0; i < 6; i = i + 1) begin
    for(j = i + 1; j < 6; j = j + 1) begin
      if(cal[i] > cal[j]) order[j] = order[j] + 1;
      else                order[i] = order[i] + 1;
    end    
  end
  for(i = 0; i < 3; i = i + 1) begin
    case(i)
      order[0]: sort[i] = cal[0];
      order[1]: sort[i] = cal[1];
      order[2]: sort[i] = cal[2];
      order[3]: sort[i] = cal[3];
      order[4]: sort[i] = cal[4];
      default:  sort[i] = cal[5];  
    endcase
  end
end
always @* begin
  if(mode[0]) begin
    out_mul[0] = 3'd3;
    out_mul[1] = 3'd4;
    out_mul[2] = 3'd5;
    out_shf = 2'd2;
  end
  else begin
    out_mul[0] = 3'd1;
    out_mul[1] = 3'd1;
    out_mul[2] = 3'd1;
    out_shf = 2'd0;
  end
end
always @* begin
  out_n = ((out_mul[0] * sort[0] + out_mul[1] * sort[1] + out_mul[2] * sort[2]) >> out_shf) / 2'd3;
end
endmodule
==> ./run.sh <==
#!/bin/bash
# OpenROAD 26Q1-2900-gdf79404cd8, Yosys 0.63+post, stock flow scripts
make -C /OpenROAD-flow-scripts/flow DESIGN_CONFIG=/design/flow/config.mk WORK_HOME=/design/flow/orfs finish
==> ./config.mk <==
export PLATFORM = sky130hd
export DESIGN_NAME = SMC
export DESIGN_NICKNAME = SMC
export VERILOG_FILES = /design/flow/design.v
export SDC_FILE = /design/flow/constraint.sdc
export NUM_CORES = 4
export LEC_CHECK = 1
export CORE_UTILIZATION = 50
==> ./constraint.sdc <==
current_design SMC

set clk_period 41.8
set clk_io_pct 0.2

create_clock -name clk0 -period $clk_period

set non_clock_inputs [all_inputs -no_clocks]
set_input_delay [expr $clk_period * $clk_io_pct] -clock clk0 $non_clock_inputs
set_output_delay [expr $clk_period * $clk_io_pct] -clock clk0 [all_outputs]
==> flow_summary_export.csv <==
group,metric,value,unit
outcome,status,"finished clean",
sta,finalSetupViolations,0,
run,drv_cap,0,
synth,synth.yosys.num_cells,2355,
route,initial_drt_markers,1183,
global_routing,grt_max_degree,52,
die,design.portCount,64,
synth,postSynthAreaPerCell,7.35,um2
finish,drive_above_1_share,4.39,%
critical_path,required,33.44,ns
synth,top_area_cell,"sky130_fd_sc_hd__ha_1",
route,first_pass_iters,5,
critical_path,crit_path_end_kind,"primary output",
critical_path,worst_ep_arrival_time,30.10,ns
synth,synthesis_area_per_yosys,17300,um2
critical_path,path_max_fanout,21,
sta,fmax,0.0260,GHz
placement,post-dp-hpwl,37.2,mm
sta,timing.final.hold_violations,0,
synth,simple_gate_area_share,24.8,%
global_routing,grt_overflow_total,0,
global_routing,grt_first_pass_wirelength,78.7,mm
die,initial_utilization,51.3,%
critical_path,crit_type,"input port to primary output",
critical_path,critPathMostFrequentCell,"sky130_fd_sc_hd__ha_1",
critical_path,timing.critical_path.from_type,"input port",
sta,post-route-min-period,38.46,ns
synth,xor_area_share,9.20,%
route,drc_errors,0,
sta,final-max-slew-violation-count,0,
synth,post_synth_fa_ha_maj_area_fraction,30.8,%
synth,syn-cell-area,17300,um2
synth,post_synth_main_logic_family,"adder cells",
critical_path,critical_path.slowest_cell,"sky130_fd_sc_hd__xnor3_1",
synth,top_cell,"sky130_fd_sc_hd__ha_1",
run,openroad.warnings,40,
sta,rsz0062_at_grt,"no",
finish,layout.clock_buffers,0,
synth,ys_top_cells_by_count,"279 x sky130_fd_sc_hd__ha_1, 219 x sky130_fd_sc_hd__inv_1, 217 x sky130_fd_sc_hd__nand2_1",
route,num_vias,17000,
die,design.core.area,33800,um2
synth,top_cells_by_area,"sky130_fd_sc_hd__ha_1 20%, sky130_fd_sc_hd__fa_1 11%, sky130_fd_sc_hd__inv_1 4.7%",
synth,yosys-mux-area-fraction,4.47,%
route,wirelength,46.6,mm
finish,ff_latch_area,0,um2
finish,ff_count,0,
placement,place.gp.congestion,0.979,
synth,seq_area_frac_synth,0,%
synth,share_of_synthesized_cell_area_in_and_or_and_or_and_compound_cells,23.6,%
die,rows,67,
clock_tree,cts_hold_buf,0,
synth,synth.distinct_cells,95,
synth,yosysWarningCount,7,
placement,placed_instances,2819,
die,die_y,188,um
synth,post-synth-top-area-fraction,20.2,%
critical_path,critical-path-max-stage-delay,0.77,ns
sta,worstMarginPinSlew,0.938,ns
worst_hold_path,min_path_type,"input port to primary output",
global_routing,globalRouteTotalUtil,27.2,%
sta,worst_slew_margin_rel,37.0,%
global_routing,antenna_found_initial,0,
route,vias_per_cell,6.02,
sta,finalSetupTns,0,ns
die,fp.dieW,188,um
global_routing,first_global_vias,15600,
finish,fin_util,54.7,%
finish,synthToLayoutAreaGrowth,6.73,%
route,detail-route-antenna-nets,0,
clock_tree,post_cts_resized,0,
finish,fin_cells,2819,
clock_tree,post_cts.repair.setup_buffers,0,
sta,period_used_share,92.0,%
die,die-area,35400,um2
synth,netlist_instances,2355,
route,wl_per_cell,16.5,um
placement,port_buffers,64,
route,detail_route.antenna_diodes,0,
-- kinds of logic (layout without fill, tap and decap cells) --
| group | count (synthesis) | in the layout |
|---|---|---|
| AND/OR/NAND/NOR | 861 | 861 |
| AND-OR/OR-AND | 582 | 582 |
| adder cells (fa/ha/maj) | 372 | 372 |
| buffers and inverters | 320 | 332 |
| XOR/XNOR | 145 | 145 |
| multiplexers | 74 | 74 |
| other | 1 | 5 |
-- worst paths after layout --
| check | slack, ns | end | cells past startpoint | start |
|---|---|---|---|---|
| max | 3.34 | out_n[0] | 80 | V_GS_4[0] |
| min | 18.10 | out_n[6] | 6 | mode[0] |
-- metal layers --
layer	vias up	share of wire, %	routed length [um]	track usage (%)
met5	-	0	0	0
met4	0	1.3	626	3.50
met3	52	6.7	3100	3.00
met2	520	42	19400	39.7
met1	7779	50	23500	44.4
li1	8626	-	-	-
-- final cells by class --
cell class / count / area (um2)
Multi-Input combinational cell: 2039 / 16100
Fill cell: 3188 / 15300
Timing Repair Buffer: 112 / 996
Inverter: 220 / 826
Tap cell: 448 / 561
-- layout by cell type, fill, tap and decap left out, types with 48 or more instances in the layout --
master | Yosys | layout
sky130_fd_sc_hd__and3_1 | 50 | 50
sky130_fd_sc_hd__nor2_1 | 190 | 190
sky130_fd_sc_hd__and2_1 | 74 | 74
sky130_fd_sc_hd__nand3_1 | 86 | 86
sky130_fd_sc_hd__inv_1 | 219 | 219
sky130_fd_sc_hd__buf_4 | 3 | 48
sky130_fd_sc_hd__clkdlybuf4s50_1 | 0 | 63
sky130_fd_sc_hd__o21ai_0 | 103 | 103
sky130_fd_sc_hd__xor2_1 | 53 | 53
sky130_fd_sc_hd__nor3_1 | 67 | 67
sky130_fd_sc_hd__fa_1 | 91 | 91
sky130_fd_sc_hd__a21oi_1 | 111 | 111
sky130_fd_sc_hd__ha_1 | 279 | 279
sky130_fd_sc_hd__mux2i_1 | 51 | 51
sky130_fd_sc_hd__xnor2_1 | 69 | 69
sky130_fd_sc_hd__nand2_1 | 217 | 217
-- per-stage QoR --
step	hold slack (ns)	area [um2]	setup WS (ns)
6_report	18.10	18500	3.34
5_1_grt	18.17	18500	1.84
4_1_cts	18.11	18500	3.50
3_5_place_dp	18.11	18500	3.61
3_3_place_gp	18.11	18500	3.72
2_1_floorplan	17.55	17300	7.86
-- worst max-delay path, delay by kind of cell --
| family | cells | cell delay (ns) |
|---|---|---|
| muxes | 6 | 1.32 |
| adders and majority gates | 19 | 7.07 |
| xor gates and xnor gates | 6 | 1.95 |
| and+or+nand+nor | 13 | 3.13 |
| AOI/OAI and AO/OA | 22 | 5.86 |
| buffers and inverters | 14 | 2.34 |
