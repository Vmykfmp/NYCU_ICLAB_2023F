==> flow/design.v <==
module CLK_1_MODULE (
    clk,
    rst_n,
    in_valid,
    seed_in,
    out_idle,
    out_valid,
    seed_out,
    clk1_handshake_flag1,
    clk1_handshake_flag2,
    clk1_handshake_flag3,
    clk1_handshake_flag4
);
input clk;
input rst_n;
input in_valid;
input [31:0] seed_in;
input out_idle;
output reg out_valid;
output reg [31:0] seed_out;
input clk1_handshake_flag1;
input clk1_handshake_flag2;
output clk1_handshake_flag3;
output clk1_handshake_flag4;
parameter IDLE = 2'd0;
parameter HOLD = 2'd1;
reg [1:0] state;
reg [1:0] state_next;
reg [31:0] seed_reg;
always @(*) begin
    case (state)
        IDLE: begin
            if(in_valid) state_next = HOLD;
            else         state_next = IDLE;
        end 
        HOLD: begin
            if(out_idle) state_next = IDLE;
            else         state_next = HOLD;
        end
        default: state_next = IDLE;
    endcase
end
always @(posedge clk or negedge rst_n) begin
    if(!rst_n) state <= 'b0;
    else       state <= state_next;
end
always @(posedge clk or negedge rst_n) begin
    if(!rst_n) seed_out <= 'b0;
    else begin
        if(in_valid & out_idle) seed_out <= seed_in;
        else                    seed_out <= seed_out;
    end
end
always @(posedge clk or negedge rst_n) begin
    if(!rst_n ) out_valid <= 'b0;
    else begin
        if(in_valid & out_idle) out_valid <= 1'b1;
        else                    out_valid <= 1'b0;
    end      
end
endmodule
module CLK_2_MODULE (
    clk,
    rst_n,
    in_valid,
    fifo_full,
    seed,
    out_valid,
    rand_num,
    busy,
    handshake_clk2_flag1,
    handshake_clk2_flag2,
    handshake_clk2_flag3,
    handshake_clk2_flag4,
    clk2_fifo_flag1,
    clk2_fifo_flag2,
    clk2_fifo_flag3,
    clk2_fifo_flag4
);
input clk;
input rst_n;
input in_valid;
input fifo_full;
input [31:0] seed;
output out_valid;
output [31:0] rand_num;
output busy;
output handshake_clk2_flag1;
input handshake_clk2_flag2;
output handshake_clk2_flag3;
output handshake_clk2_flag4;
output clk2_fifo_flag1;
input clk2_fifo_flag2;
input clk2_fifo_flag3;
output clk2_fifo_flag4;
parameter IDLE = 1'd0;
parameter BUSY = 1'd1;
parameter a = 4'd13;
parameter b = 5'd17;
parameter c = 3'd5;
reg state;
reg state_next;
reg [8:0] cnt;
reg [8:0] cnt_next;
reg [31:0] rand_num_tmp1;
reg [31:0] rand_num_tmp2;
reg [31:0] rand_num_next;
reg [31:0] rand_num_reg;
wire flag;
wire flag_syn;
NDFF_syn NDFF_flag (state, state_syn, clk, rst_n);
always @(*) begin
    case (state_syn)
        IDLE: begin
            state_next = in_valid;
        end
        BUSY: begin
            if(cnt == 9'd256) state_next = IDLE;
            else              state_next = BUSY;
        end
        default: state_next = IDLE;
    endcase
end
always @(posedge clk or negedge rst_n) begin
    if(!rst_n) state <= IDLE;
    else       state <= state_next;
end
always @(posedge clk or negedge rst_n) begin
    if(!rst_n) cnt <= 'b0;
    else begin
        if(state_syn == BUSY) begin
            if(cnt == 9'd256) cnt <= cnt;
            else if(!fifo_full) cnt <= cnt + 1'd1;
        end
        else               cnt <= 'b0;
    end
end
always @(*) begin
    if(state_syn == IDLE) rand_num_tmp1 = seed ^ (seed << a);
    else              rand_num_tmp1 = rand_num_reg ^ (rand_num_reg << a);
    rand_num_tmp2 = rand_num_tmp1 ^ (rand_num_tmp1 >> b);
    rand_num_next = rand_num_tmp2 ^ (rand_num_tmp2 << c);
end
assign rand_num = rand_num_reg;
always @(posedge clk or negedge rst_n) begin
    if(!rst_n) rand_num_reg <= 'b0;
    else begin
        if(!fifo_full & cnt < 9'd255) rand_num_reg <= rand_num_next;
        else                          rand_num_reg <= rand_num_reg;
    end
end
assign clk2_fifo_flag1 = ~in_valid & (state_syn == BUSY);
assign handshake_clk2_flag1 = fifo_full | (state_syn == BUSY);
assign busy = (state_syn == BUSY);
assign out_valid = (state_syn == BUSY & ~fifo_full & ~clk2_fifo_flag3);
endmodule
module CLK_3_MODULE (
    clk,
    rst_n,
    fifo_empty,
    fifo_rdata,
    fifo_rinc,
    out_valid,
    rand_num,
    fifo_clk3_flag1,
    fifo_clk3_flag2,
    fifo_clk3_flag3,
    fifo_clk3_flag4
);
input clk;
input rst_n;
input fifo_empty;
input [31:0] fifo_rdata;
output fifo_rinc;
output reg out_valid;
output reg [31:0] rand_num;
input fifo_clk3_flag1;
input fifo_clk3_flag2;
output fifo_clk3_flag3;
output fifo_clk3_flag4;
reg fifo_rinc_next;
reg fifo_rinc_reg;
reg        out_valid_delay1;
reg        out_valid_delay2;
reg [31:0] rand_num_next;
assign fifo_rinc = ~fifo_empty;
always @(*) begin
    fifo_rinc_next = ~fifo_empty;
end
always @(posedge clk or negedge rst_n) begin
    if(!rst_n) fifo_rinc_reg <= 'b0;
    else       fifo_rinc_reg <= fifo_rinc_next;
end
always @(posedge clk or negedge rst_n) begin
    if(!rst_n) out_valid_delay1 <= 'b0;
    else       out_valid_delay1 <= ~fifo_empty;
end
always @(posedge clk or negedge rst_n) begin
    if(!rst_n) out_valid_delay2 <= 'b0;
    else       out_valid_delay2 <= out_valid_delay1;
end
always @(*) begin
    rand_num_next = fifo_rdata;
end
always @(posedge clk or negedge rst_n) begin
    if(!rst_n) out_valid <= 'b0;
    else       out_valid <= out_valid_delay2;
end
always @(posedge clk or negedge rst_n) begin
    if(!rst_n) rand_num <= 'b0;
    else begin
        if(out_valid_delay2) rand_num <= rand_num_next;
        else                 rand_num <= 'b0;
    end
end
endmodule
==> flow/constraint.sdc <==
current_design CLK_3_MODULE

set clk_period 1.8
set clk_io_pct 0.2

create_clock -name clk0 -period $clk_period [get_ports {clk}]

set non_clock_inputs [all_inputs -no_clocks]
set_input_delay [expr $clk_period * $clk_io_pct] -clock clk0 $non_clock_inputs
set_output_delay [expr $clk_period * $clk_io_pct] -clock clk0 [all_outputs]
==> flow/run.sh <==
#!/bin/bash
# OpenROAD 26Q1-2900-gdf79404cd8, Yosys 0.63+post, stock flow scripts
make -C /OpenROAD-flow-scripts/flow DESIGN_CONFIG=/design/flow/config.mk WORK_HOME=/design/flow/orfs finish
==> flow/config.mk <==
export PLATFORM = sky130hd
export DESIGN_NAME = CLK_3_MODULE
export DESIGN_NICKNAME = CLK_3_MODULE
export VERILOG_FILES = /design/flow/design.v
export SDC_FILE = /design/flow/constraint.sdc
export NUM_CORES = 4
export LEC_CHECK = 1
export CORE_AREA = 10 10 100 100
export DIE_AREA = 0 0 110 110
==> reports/qor.yml <==
final_timing:
  period_used_pct: 90.9
  max_freq_mhz: 611
  final-setup-viol-count: 0
  finalClockSkew_ps: 5.69
  hold_viol: 0
  period_minus_slack_ps: 1640
  rsz0062_at_grt: "no"
  fin_setup_tns_ps: 0
  report.final.slew_viol_count: 0
worst_setup_path:
  critical_path_class: "in -> out"
  startpoint: "fifo_empty"
  critical-path-top-delay-family: "buffers and inverters"
  critPathLaunchType: "input pin"
  rr_startpoint: "out_valid_delay2"
  cp_cell_sequence: "clkdlybuf4s50_1 -> inv_1 -> clkdlybuf4s50_1"
  cp_num_buf_inv: 3
  crit_fanout: 2
  slowest_delay_ps: 460
  crit_arrival_ps: 1280
  crit_path_end_kind: "output port"
  cp_slowest_cell: "clkdlybuf4s50_1"
  cpMostUsedCell: "clkdlybuf4s50_1"
  critPathRequiredTime_ps: 1440
floorplanning:
  std_cell_rows: 32
  fp_util_pct: 14.8
  die_area_um2: 12100
  die_h_um: 110
  io_pins: 73
  die_w_um: 110
  core_um2: 7810
yosys:
  synth_flops: 35
  synth_warnings: 3
  top_area_cell: "dfrtp_1"
  most_common_cell: "dfrtp_1"
  async_flop_share_pct: 100
  syn_avg_cell_area_um2: 15.6
  ys_chip_area_um2: 1150
  synth_cell_types: 6
  area_leaders: "dfrtp_1 (76%), and2_2 (21%), clkbuf_2 (1.3%), buf_4 (1.3%), conb_1 (0.33%)"
  yosysCellCount: 74
  synthFlopType: "dfrtp_1"
  top_area_share_pct: 75.9
  yosys-top-cells-count: "dfrtp_1 (35), and2_2 (32), clkbuf_2 (3)"
  yosys.stat.seqShare_pct: 75.9
  edf_count: 0
  synthCells: 74
  syn_area_um2: 1150
drt:
  drc_errors: 0
  dr.pass1.iters: 2
  drt_wl_total_mm: 3.18
  diodes: 0
  ant_nets: 0
  drt_iter0_markers: 7
  routedWlPerCell_um: 12.7
  avgViaCountPerCell: 3.14
  dr_total_vias: 785
hold_path:
  hp-class: "in -> async"
power_and_ir_drop:
  cellLeakagePower_nw: 0.881
  combPwrFrac_pct: 12.8
  p_sw_uw: 323
  swShare_pct: 20.5
  p_per_area_nw_per_um2: 772
  internal-power_mw: 1.25
  seq_power_share_pct: 53.1
  clockPowerShare_pct: 34.1
  vdd_drop_max_mv: 0.244
global_routing:
  antenna_found_initial: 0
  grt_max_degree: 29
  grt_pass1_vias: 896
  grt_pass1_wl_mm: 4.83
  grtUsageTotal_pct: 5.19
  overflow: 0
cts:
  clk_pin_slew_ps: 70
  clkLatencyLatePin_ps: 280
  cts_tree: "built"
  cts_buffers: 5
  cts.path.max_buffers: 2
  hold_buffers: 0
  cts_sinks: 35
  cts-root-buf: "clkbuf_8"
  post_cts_resized: 0
  postCtsSetupRepairBufs: 0
  htree_levels: 2
place:
  portBuffers: 68
  place_hpwl_mm: 2.46
  place_inst: 242
  gp_congestion: 0.690
cells_and_area:
  drive_above_1_share_pct: 27.7
  synthToLayoutAreaGrowth_pct: 76.8
  final_cells: 250
  largest_reg_flops: 32
outcome:
  status: "finished clean"
job:
  warnings: 27
  drv_cap: 0
==> path summary, 6_finish.rpt <==
path	endpoint	slack, ps	cells after the start
hold / removal	rand_num[21]	10	1
min in group clk0	out_valid_delay2	350	0
setup / recovery	fifo_rinc	160	3
max in group asynchronous	rand_num[17]	1330	2
hold reg to reg	out_valid_delay2	350	0
setup reg to reg	rand_num[28]	820	2
==> power by group through the flow <==
| stage | sequential, mW | clock [mW] | combinational [mW] |
|---|---|---|---|
| global route | 0.840 | 0.616 | 0.224 |
| finish | 0.837 | 0.537 | 0.202 |
| CTS | 0.837 | 0.577 | 0.210 |
==> cell usage in the layout, fill, tap and decap left out <==
master,n
and2_2,32
clkinv_2,1
inv_1,1
dfrtp_1,35
buf_4,1
conb_1,2
buf_12,1
clkbuf_1,2
clkbuf_8,5
clkdlybuf4s50_1,67
buf_2,1
==> cells by family (layout without fill, tap and decap cells) <==
group	Yosys count	after routing	synth area share, %
buffers and inverters	6	79	2.93
DFF	35	35	75.9
other	1	2	0.325
and+or+nand+nor	32	32	20.8
==> final cells by class <==
class | count | area (um2)
flip-flops and latches | 35 | 876
inverters | 1 | 3.75
well taps | 102 | 128
clock inverters | 1 | 5.00
fillers | 828 | 5770
clock buffers | 7 | 76.3
repair buffers | 70 | 703
multi-input cells | 34 | 248
==> stage by stage <==
stage	area (um2)	utilization (%)	power [mW]	worst slack [ps]	hold WS, ps
global route	2040	26.1	1.68	115	35.3
global placement	1960	25.1	1.06	151	322
detailed placement	1960	25.1	1.06	153	342
floorplan	1160	-	0.881	987	64.4
CTS	2040	26.1	1.62	152	21.9
finish	2040	26.1	1.58	163	13.2
==> routing by layer <==
layer | global-route usage (%) | vias to the layer above | share of wire, %
met2 | 8.81 | 40 | 50
met1 | 5.94 | 384 | 36
met3 | 2.23 | 2 | 12
li1 | - | 359 | -
met5 | 0 | - | 0
met4 | 1.21 | 0 | 1.7
Power and IR drop assume default switching activity.
