File: flow/design.v
module BRIDGE(
    clk,
    rst_n,
    in_valid,
    direction,
    addr_dram,
    addr_sd,
    out_valid,
    out_data,
    AR_VALID, AR_ADDR, R_READY, AW_VALID, AW_ADDR, W_VALID, W_DATA, B_READY,
	AR_READY, R_VALID, R_RESP, R_DATA, AW_READY, W_READY, B_VALID, B_RESP,
    MISO,
    MOSI
);
input clk, rst_n;
input in_valid;
input direction;
input [12:0] addr_dram;
input [15:0] addr_sd;
output reg out_valid;
output reg [7:0] out_data;
output reg [31:0] AW_ADDR;
output reg AW_VALID;
input AW_READY;
output reg W_VALID;
output reg [63:0] W_DATA;
input W_READY;
input B_VALID;
input [1:0] B_RESP;
output reg B_READY;
output reg [31:0] AR_ADDR;
output reg AR_VALID;
input AR_READY;
input [63:0] R_DATA;
input R_VALID;
input [1:0] R_RESP;
output reg R_READY;
input MISO;
output reg MOSI;
integer i;
parameter IDLE  = 4'd0;
parameter DRAM_RADDR = 4'd1;
parameter DRAM_RDATA = 4'd2;
parameter DRAM_WADDR = 4'd3;
parameter DRAM_WDATA = 4'd4;
parameter DRAM_BRESP = 4'd5;
parameter SD_CMD   = 4'd6;
parameter SD_RESP  = 4'd7;
parameter SD_DATA  = 4'd8;
parameter SD_DRESP = 4'd9;
parameter OUT      = 4'd10;
parameter START_BIT = 2'b01;
parameter CMD_READ  = 6'd17;
parameter CMD_WRITE = 6'd24;
parameter START_TOKEN = 8'hFE;
reg [3:0] state;
reg [3:0] state_next;
reg [7:0] cnt;
reg [7:0] cnt_next;
reg direction_reg;
reg direction_next;
reg [12:0] addr_dram_reg;
reg [12:0] addr_dram_next;
reg [15:0] addr_sd_reg;
reg [15:0] addr_sd_next;
reg [63:0] data;
reg [63:0] data_next;
reg [31:0] AR_ADDR_next;
reg        AR_VALID_next;
reg        R_READY_next;
reg [31:0] AW_ADDR_next;
reg        AW_VALID_next;
reg        W_VALID_next;
reg [63:0] W_DATA_next;
reg        B_READY_next;
reg MOSI_next;
wire [47:0] MOSI_command;
wire [87:0] MOSI_data_block;
wire [1:0]  start;
wire [5:0]  command;
wire [31:0] address;
wire [6:0]  crc7;
wire [7:0]  response;
wire [7:0]  start_token;
wire [15:0] crc16;
reg [7:0] out_data_next;
reg       out_valid_next;
always @(*) begin
    case (state)
        IDLE: begin
            if(in_valid) begin
                if(!direction) state_next = DRAM_RADDR;
                else           state_next = SD_CMD;
            end
            else         state_next = IDLE;
        end
        DRAM_RADDR: begin
            if(AR_READY) state_next = DRAM_RDATA;
            else         state_next = DRAM_RADDR;
        end
        DRAM_RDATA: begin
            if(R_VALID) state_next = SD_CMD;
            else        state_next = DRAM_RDATA;
        end
        DRAM_WADDR: begin
            if(AW_READY) state_next = DRAM_WDATA;
            else         state_next = DRAM_WADDR;
        end
        DRAM_WDATA: begin
            if(W_READY) state_next = DRAM_BRESP;
            else             state_next = DRAM_WDATA;
        end
        DRAM_BRESP: begin
            if(B_RESP === 2'b0 & B_VALID) state_next = OUT;
            else                         state_next = DRAM_BRESP;
        end
        SD_CMD: begin
            if(cnt == 8'd47) state_next = SD_RESP;
            else             state_next = SD_CMD;
        end
        SD_RESP: begin
            if(cnt == 8'd14) state_next = SD_DATA;
            else             state_next = SD_RESP; 
        end
        SD_DATA: begin
            if(cnt == 8'd88) begin
                if(!direction_reg) state_next = SD_DRESP;    
                else           state_next = DRAM_WADDR;
            end
            else               state_next = SD_DATA;
        end
        SD_DRESP: begin
            if(cnt > 8'd8 && MISO) state_next = OUT;
            else                   state_next = SD_DRESP;
        end
        OUT: begin
            if(cnt === 8'd7) state_next = IDLE;
            else             state_next = OUT;
        end
        default: state_next = IDLE;
    endcase
end
always @(posedge clk or negedge rst_n) begin
    if(!rst_n) state <= 0;
    else       state <= state_next;
end
always @(*) begin
    cnt_next = cnt;
    case (state)
        SD_CMD: begin
            if(cnt === 47) cnt_next = 0;
            else           cnt_next = cnt + 1;
        end
        SD_RESP: begin
            if     (MISO === 0) cnt_next = cnt + 1;
            else if(cnt === 8'd14) cnt_next = 0;
            else if(cnt > 8'd7)    cnt_next = cnt + 1;   
        end
        SD_DATA: begin
            if(!direction_reg) begin
                if(cnt === 8'd88) cnt_next = 0;
                else              cnt_next = cnt + 1;
            end
            else begin
                if(cnt === 8'd88) cnt_next = 0;
                else if(cnt > 1)  cnt_next = cnt + 1;
                else if(cnt === 0 && MISO === 0) cnt_next = 9;
            end
        end
        SD_DRESP: begin
            if(MISO === 0)      cnt_next = cnt + 1;
            else if(cnt < 8'd9) cnt_next = cnt + 1;
            else                cnt_next = 0;
        end
        OUT: begin
            if(cnt === 4'd7) cnt_next = 0;
            else             cnt_next = cnt + 1;
        end
        default: begin
        end 
    endcase
end
always @(posedge clk or negedge rst_n) begin
    if(!rst_n) cnt <= 0;
    else       cnt <= cnt_next;
end
always @(*) begin
    case (state)
        IDLE: begin
            if(in_valid) begin
                direction_next = direction;
                addr_dram_next = addr_dram;
                addr_sd_next   = addr_sd;    
            end
            else begin
                direction_next = direction_reg;
                addr_dram_next = addr_dram_reg;
                addr_sd_next   = addr_sd_reg; 
            end
        end 
        default: begin
            direction_next = direction_reg;
            addr_dram_next = addr_dram_reg;
            addr_sd_next   = addr_sd_reg; 
        end
    endcase
end
always @(posedge clk or negedge rst_n) begin
    if(!rst_n) begin
        direction_reg <= 0;
        addr_dram_reg <= 0;
        addr_sd_reg   <= 0;
    end
    else begin
        direction_reg <= direction_next;
        addr_dram_reg <= addr_dram_next;
        addr_sd_reg   <= addr_sd_next;        
    end
end
always @(*) begin
    data_next = data;
    case (state)
        DRAM_RDATA: begin
            if(R_VALID) data_next = R_DATA;
        end 
        SD_DATA: begin
            if(direction_reg) begin
                for(i = 0; i < 64; i = i + 1) begin
                    if(i === (cnt - 9)) data_next[63 - i] = MISO;
                end
            end
        end
        default: begin
        end
    endcase
end
always @(posedge clk or negedge rst_n) begin
    if(!rst_n) data <= 0;
    else       data <= data_next;
end
always @(*) begin
    AR_ADDR_next  = AR_ADDR;
    AR_VALID_next = AR_VALID;
    R_READY_next  = R_READY; 
    case (state)
        IDLE: begin
            if(in_valid) begin
                if(!direction) begin
                    AR_ADDR_next  = addr_dram;
                    AR_VALID_next = 1;
                    R_READY_next  = 0;                
                end
            end
            else begin
            end
        end
        DRAM_RADDR: begin
            if(AR_READY) begin
                AR_ADDR_next  = 0;
                AR_VALID_next = 0;
                R_READY_next  = 1; 
            end
            else begin
            end
        end
        DRAM_RDATA: begin
            if(R_VALID) begin
                AR_ADDR_next  = 0;
                AR_VALID_next = 0;
                R_READY_next  = 0;
            end
            else begin
            end
        end 
        default: begin
        end
    endcase
end
always @(posedge clk or negedge rst_n) begin
    if(!rst_n) begin
        AR_ADDR  <= 0;
        AR_VALID <= 0;
        R_READY  <= 0;        
    end
    else begin
        AR_ADDR  <= AR_ADDR_next;
        AR_VALID <= AR_VALID_next;
        R_READY  <= R_READY_next;         
    end
end
always @(*) begin
    AW_ADDR_next  = AW_ADDR;
    AW_VALID_next = AW_VALID;
    W_VALID_next  = W_VALID;
    W_DATA_next   = W_DATA;
    B_READY_next  = B_READY;
    case (state)
        DRAM_WADDR: begin
            AW_ADDR_next  = addr_dram_reg;
            AW_VALID_next = 1;
            W_VALID_next  = 0;
            W_DATA_next   = 0;
            B_READY_next  = 0;
        end
        DRAM_WDATA: begin
            AW_ADDR_next  = 0;
            AW_VALID_next = 0;
            W_VALID_next  = 1;
            W_DATA_next   = data; 
            B_READY_next  = 1;            
        end
        DRAM_BRESP: begin
            AW_ADDR_next  = 0;
            AW_VALID_next = 0;
            W_VALID_next  = 0;
            W_DATA_next   = 0;
            B_READY_next  = 1; 
        end
        default: begin
        end
    endcase
end
always @(posedge clk or negedge rst_n) begin
    if(!rst_n) begin
        AW_ADDR  <= 0;
        AW_VALID <= 0;
        W_VALID  <= 0;
        W_DATA   <= 0;
        B_READY  <= 0;
    end
    else begin
        AW_ADDR  <= AW_ADDR_next;
        AW_VALID <= AW_VALID_next;
        W_VALID  <= W_VALID_next;
        W_DATA   <= W_DATA_next;
        B_READY  <= B_READY_next;       
    end
end
assign start = START_BIT;
assign command = (!direction_reg) ? CMD_WRITE : CMD_READ;
assign address = addr_sd_reg;
assign crc7 = CRC7({start, command, address});
assign MOSI_command[47:46] = start;
assign MOSI_command[45:40] = command;
assign MOSI_command[39:8] = address;
assign MOSI_command[7:1] = crc7;
assign MOSI_command[0] = 1;
assign start_token = START_TOKEN;
assign crc16 = CRC16_CCITT(data);
assign MOSI_data_block[87:80] = start_token;
assign MOSI_data_block[79:16] = data;
assign MOSI_data_block[15:0]  = crc16;
always @(*) begin
    MOSI_next = 1;
    case (state)
        SD_CMD: begin
            for(i = 0; i < 48; i = i + 1) begin
                if(i == cnt) MOSI_next = MOSI_command[47 - i];
            end
        end
        SD_RESP: begin
        end
        SD_DATA: begin
            if(!direction_reg) begin
                for(i = 0; i < 88; i = i + 1) begin
                    if(i == cnt) MOSI_next = MOSI_data_block[87 - i];
                end                
            end
        end
        default: begin
        end
    endcase
end
always @(posedge clk or negedge rst_n) begin
    if(!rst_n) MOSI <= 1;
    else       MOSI <= MOSI_next;
end
always @(*) begin
    out_data_next  = 0;
    out_valid_next = 0;
    case (state)
        OUT: begin
            out_valid_next = 1;
            case (cnt)
                8'd0: out_data_next = data[63:56];
                8'd1: out_data_next = data[55:48];
                8'd2: out_data_next = data[47:40];
                8'd3: out_data_next = data[39:32];
                8'd4: out_data_next = data[31:24];
                8'd5: out_data_next = data[23:16];
                8'd6: out_data_next = data[15:8];
                8'd7: out_data_next = data[7:0];
                default: begin
                end
            endcase
        end 
        default: begin
        end
    endcase
end
always @(posedge clk or negedge rst_n) begin
    if(!rst_n) begin
        out_data  <= 0;
        out_valid <= 0;
    end
    else begin
        out_data  <= out_data_next;
        out_valid <= out_valid_next;
    end
end
function automatic [6:0] CRC7;   
    input [39:0] data;   
    reg [6:0] crc;
    integer i;
    reg data_in, data_out;
    parameter polynomial = 7'h9;   
    begin
        crc = 7'd0;
        for (i = 0; i < 40; i = i + 1) begin
            data_in = data[39-i];
            data_out = crc[6];
            crc = crc << 1;   
            if (data_in ^ data_out) begin
                crc = crc ^ polynomial;
            end
        end
        CRC7 = crc;
    end
endfunction
function automatic [15:0] CRC16_CCITT;
    input [63:0] data;   
    reg [15:0] crc;
    integer i;
    reg data_in, data_out;
    parameter polynomial = 16'h1021;   
    begin
        crc = 16'd0;
        for (i = 0; i < 64; i = i + 1) begin
            data_in = data[63-i];
            data_out = crc[15];
            crc = crc << 1;   
            if (data_in ^ data_out) begin
                crc = crc ^ polynomial;
            end
        end
        CRC16_CCITT = crc;
    end
endfunction
endmodule
File: flow/run.sh
#!/bin/bash
# OpenROAD 26Q1-2900-gdf79404cd8, Yosys 0.63+post, stock flow scripts
make -C /OpenROAD-flow-scripts/flow DESIGN_CONFIG=/design/flow/config.mk WORK_HOME=/design/flow/orfs finish
File: flow/constraint.sdc
current_design BRIDGE

set clk_period 10.1
set clk_io_pct 0.2

create_clock -name clk0 -period $clk_period [get_ports {clk}]

set non_clock_inputs [all_inputs -no_clocks]
set_input_delay [expr $clk_period * $clk_io_pct] -clock clk0 $non_clock_inputs
set_output_delay [expr $clk_period * $clk_io_pct] -clock clk0 [all_outputs]
File: flow/config.mk
export PLATFORM = sky130hd
export DESIGN_NAME = BRIDGE
export DESIGN_NICKNAME = BRIDGE
export VERILOG_FILES = /design/flow/design.v
export SDC_FILE = /design/flow/constraint.sdc
export NUM_CORES = 4
export LEC_CHECK = 1
export CORE_UTILIZATION = 30
==> metrics.txt <==
# HELP chip_impl_metric Metrics from one implementation run
# TYPE chip_impl_metric gauge
chip_impl_metric{name="cts_resized",unit=""} 0
chip_impl_info{name="lay_top_count",value="sky130_fd_sc_hd__dfrtp_1"} 1
chip_impl_metric{name="final-setup-viol-count",unit=""} 0
chip_impl_metric{name="fin_skew",unit="ps"} 29.6
chip_impl_metric{name="maximum_number_of_pins_on_one_net_before_global_route_repair",unit=""} 80
chip_impl_metric{name="postSynth.asyncResetShare",unit="%"} 100
chip_impl_info{name="cpMaxStageDelayCell",value="sky130_fd_sc_hd__dfrtp_1"} 1
chip_impl_metric{name="cts_post_setup_buffers_inserted",unit=""} 0
chip_impl_metric{name="yosys.stat.chipArea",unit="um^2"} 14200
chip_impl_metric{name="detailroute.via_count",unit=""} 12500
chip_impl_info{name="final_layout_top_logic_cells",value="sky130_fd_sc_hd__dfrtp_1 (215), sky130_fd_sc_hd__clkdlybuf4s50_1 (208), sky130_fd_sc_hd__o22ai_1 (134)"} 1
chip_impl_metric{name="sum_of_net_half_perimeters_after_detailed_placement",unit="mm"} 41.7
chip_impl_metric{name="count_of_unique_library_cells_instantiated_by_yosys",unit=""} 71
chip_impl_metric{name="clk_transition_reported_paths",unit="ps"} 60
chip_impl_metric{name="crit_fanout",unit=""} 10
chip_impl_metric{name="drive_above_1_share",unit="%"} 8.26
chip_impl_metric{name="number_of_buffers_added_by_the_clock_tree_synthesis_step",unit=""} 24
chip_impl_metric{name="detailed_routing_iteration_count_for_the_pre_antenna_repair_pass",unit=""} 5
chip_impl_metric{name="postSynthAreaPerCell",unit="um^2"} 9.70
chip_impl_metric{name="core.rowCount",unit=""} 79
chip_impl_info{name="ys_dominant_reg_cell",value="sky130_fd_sc_hd__dfrtp_1"} 1
chip_impl_metric{name="drt-initial-drc-count",unit=""} 1105
chip_impl_metric{name="place_congestion",unit=""} 0.998
chip_impl_metric{name="ios",unit=""} 250
chip_impl_metric{name="final_period_minus_worst_setup_slack",unit="ps"} 5190
chip_impl_metric{name="vias_per_cell",unit=""} 5.62
chip_impl_metric{name="seq_area_frac_synth",unit="%"} 38.6
chip_impl_metric{name="tool_warnings",unit=""} 31
chip_impl_metric{name="fp.coreArea",unit="um^2"} 46600
chip_impl_metric{name="holdPathStages",unit=""} 1
chip_impl_metric{name="grt_remaining_overflow",unit=""} 0
chip_impl_info{name="root_buffer_cell",value="sky130_fd_sc_hd__clkbuf_16"} 1
chip_impl_metric{name="drv.max_cap_violation_count",unit=""} 0
chip_impl_metric{name="syn_to_final_growth",unit="%"} 23.4
chip_impl_metric{name="yosysWarningCount",unit=""} 1
chip_impl_metric{name="finalInstanceArea",unit="um^2"} 17500
chip_impl_metric{name="number_of_antenna_violations_at_the_first_check_in_global_routing",unit=""} 2
chip_impl_metric{name="routed_wl",unit="mm"} 57.2
chip_impl_metric{name="timing.critical_path.required",unit="ps"} 10560
chip_impl_info{name="worstSetupStartpointType",value="flop"} 1
chip_impl_metric{name="post-place-cells",unit=""} 2186
chip_impl_info{name="critical_path_class",value="reg -> reg"} 1
chip_impl_metric{name="postSynthCellCount",unit=""} 1459
chip_impl_metric{name="clock_tree.htree_level_count",unit=""} 1
chip_impl_metric{name="enable_flop_cells",unit=""} 0
chip_impl_metric{name="detailed_place.area",unit="um^2"} 16700
chip_impl_metric{name="drc_errors",unit=""} 0
chip_impl_metric{name="slew-limit-headroom",unit="%"} 33.1
chip_impl_metric{name="insertion_delay",unit="ps"} 550
chip_impl_metric{name="preCtsSetupSlack",unit="ps"} 4940
chip_impl_info{name="hold_class",value="reg -> reg"} 1
chip_impl_metric{name="grt_util_all_layers",unit="%"} 24.5
chip_impl_info{name="critPathCaptureType",value="flop"} 1
chip_impl_metric{name="chipWidth",unit="um"} 219
chip_impl_metric{name="timing.final.ws_setup",unit="ps"} 4910
chip_impl_metric{name="fmax",unit="GHz"} 0.193
chip_impl_metric{name="floorplan.initialDensity",unit="%"} 30.4
chip_impl_metric{name="critical-path-max-stage-delay",unit="ps"} 800
chip_impl_info{name="clock_tree_from_tritoncts",value="done"} 1
chip_impl_metric{name="first_global_vias",unit=""} 12400
chip_impl_info{name="outcome",value="finished, final reports clean"} 1
chip_impl_metric{name="number_of_fill_cells_in_the_layout",unit=""} 4493
chip_impl_info{name="unrepaired_setup_endpoints_after_global_routing",value="no"} 1
chip_impl_metric{name="min_period_over_period",unit="%"} 51.4
chip_impl_metric{name="cts_num_sinks",unit=""} 218
chip_impl_metric{name="reg2reg_slack",unit="ps"} 4910
chip_impl_metric{name="ctsLongestPathBuffers",unit=""} 3
chip_impl_metric{name="syn_area",unit="um^2"} 14200
chip_impl_metric{name="synth-cells-yosys",unit=""} 1459
chip_impl_metric{name="antenna_left",unit=""} 0
chip_impl_metric{name="i_o_buffers",unit=""} 209
chip_impl_metric{name="tns",unit="ps"} 0
chip_impl_info{name="timing.critical_path.cells",value="xor3_1 > xor3_2 > xor3_2 > xnor3_2 > xnor3_2 > xnor2_4 > xnor2_2 > xor2_1 > xnor2_1 > a21oi_1 > nor2_1 > o221ai_1 > a221o_1 > a31o_1"} 1
chip_impl_metric{name="worst-slew-pin-transition",unit="ps"} 1000
chip_impl_metric{name="ys_ff",unit=""} 218
chip_impl_metric{name="routed_wire_length_per_instance",unit="um"} 25.7
chip_impl_metric{name="finalHoldViolations",unit=""} 0
chip_impl_metric{name="worst-endpoint-arrival",unit="ps"} 5650
chip_impl_metric{name="grt_pass1_wl",unit="mm"} 83.8
chip_impl_metric{name="cts.hold.buffers_added",unit=""} 0
chip_impl_metric{name="drv_slew",unit=""} 0
chip_impl_metric{name="reg2reg_depth",unit=""} 14
chip_impl_metric{name="die_area",unit="um^2"} 48100
chip_impl_metric{name="final-instance-count-excl-fill",unit=""} 2230
chip_impl_metric{name="die_height",unit="um"} 219
metrics by stage:
step,utilization (%),hold WS (ps)
finish,37.5,487
global route,37.5,504
CTS,37.5,488
detailed placement,35.8,472
global placement,35.8,464
floorplan,-,426
path summary, 6_finish.rpt:
check                             startpoint          end
setup / recovery                    data[62]         MOSI
hold / removal             addr_dram_reg[12]  AW_ADDR[12]
setup reg to reg                    data[62]         MOSI
hold reg to reg            addr_dram_reg[12]  AW_ADDR[12]
max in group asynchronous              rst_n   W_DATA[41]
min in group asynchronous              rst_n   AW_ADDR[4]
cell families after synthesis:
group                      share of synthesized area [%]
xor gates and xnor gates                            19.1
muxes                                               2.55
buffers and inverters                               5.98
AOI/OAI and AO/OA                                   24.2
DFF                                                 38.6
and+or+nand+nor                                     9.14
other                                             0.0265
adders and majority gates                          0.442
synthesized netlist by cell type (all sizes together), types with 13 or more instances:
cell type  count  area (um^2)
a22o          86          753
a221oi        13          114
xor2          32          280
a22oi         18          135
xnor2        118         1080
clkbuf       109          409
o22ai        134          838
mux2          32          360
inv           19         71.3
nand3         21          105
dfrtp        216         5410
xor3          17          407
nand2        109          409
a21oi         95          475
a31oi         16          100
xnor3         41          930
nor3          13         65.1
o21ai         78          390
buf           52          358
nor2         110          413
layer usage:
layer | GRT usage, % | vias up | part of all wire, %
li1 | - | 5575 | -
met2 | 36.3 | 667 | 45
met3 | 7.09 | 141 | 9.9
met4 | 9.40 | 0 | 4.4
met1 | 34.7 | 6153 | 41
met5 | 0 | - | 0
worst max-delay path, delay by kind of cell, from the launching register on:
family,cells,cell delay (ps)
AND/OR/NAND/NOR,1,140
AND-OR/OR-AND,4,750
XOR/XNOR,9,3400
flip-flops,1,800
cell type report:
cell class                      instances  area, um^2  area share, %
Inverter                               21        78.8          0.451
Multi-Input combinational cell       1096        8010           45.9
Sequential cell                       218        5460           31.3
Clock buffer                           34         709           4.06
Timing Repair Buffer                  244        2360           13.5
Clock inverter                          9        85.1          0.487
Tap cell                              607         759           4.35
Antenna cell                            1        2.50         0.0143
