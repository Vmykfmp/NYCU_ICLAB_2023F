### config.mk
export PLATFORM = sky130hd
export DESIGN_NAME = CC
export DESIGN_NICKNAME = CC
export VERILOG_FILES = /design/flow/design.v
export SDC_FILE = /design/flow/constraint.sdc
export NUM_CORES = 4
export LEC_CHECK = 1
export CORE_UTILIZATION = 50
### constraint.sdc
current_design CC

set clk_period 20.9
set clk_io_pct 0.2

create_clock -name clk0 -period $clk_period [get_ports {clk}]

set non_clock_inputs [all_inputs -no_clocks]
set_input_delay [expr $clk_period * $clk_io_pct] -clock clk0 $non_clock_inputs
set_output_delay [expr $clk_period * $clk_io_pct] -clock clk0 [all_outputs]
### design.v
module CC(
    clk,
    rst_n,
	in_valid,
	mode,
    xi,
    yi,
    out_valid,
	xo,
	yo
    );
input               clk, rst_n, in_valid;
input       [1:0]   mode;
input       [7:0]   xi, yi;  
output reg          out_valid;
output reg  [7:0]   xo, yo;
parameter IDLE = 2'd0;
parameter IN   = 2'd1;
parameter OUT  = 2'd2;
parameter PREDICT_LEFT  = 2'd1;
parameter PREDICT_RIGHT = 2'd2;
integer i;
reg [1:0] state;
reg [1:0] state_next;
reg [1:0] input_cnt;
reg [1:0] input_cnt_next;
reg [2:0] predict_state;
reg [2:0] predict_state_next;
reg [1:0] mode_reg;
reg [1:0] mode_next;
reg signed[7:0] x [0:3];
reg signed[7:0] y [0:3];
reg signed[7:0] x_next [0:3];
reg signed[7:0] y_next [0:3];
wire signed[8:0] left_edge [0:1];
wire signed[8:0] right_edge [0:1];
reg signed[7:0] left_point [0:1];
reg signed[7:0] right_point [0:1];
reg signed[7:0] left_point_next [0:1];
reg signed[7:0] right_point_next [0:1];
reg signed[8:0] left_slope;
reg signed[8:0] right_slope;
reg signed[7:0] horizon_point;
reg signed[7:0] vertical_point;
reg signed[7:0] horizon_point_next;
reg signed[7:0] vertical_point_next;
reg signed[9:0] left_point_tmp;
reg signed[9:0] right_point_tmp;
reg signed[1:0] delta [0:1];
reg signed[7:0] sub[0:1];
reg signed[9:0] point_tmp;
wire signed[6:0] a;
wire signed[6:0] b;
wire signed[6:0] r1;
wire signed[6:0] r2;
reg signed[8:0]    num_1 [0:7];
reg signed[13:0]   num_2 [0:1];
reg signed[15:0]   cal_1 [0:1];
reg unsigned[23:0] cal_2;
reg signed[25:0] sum;
reg signed[25:0] sum_next;
reg signed[15:0] out;
reg signed[25:0] out_tmp;
always @(posedge clk or negedge rst_n) begin
    if(~rst_n) begin
        state <= 2'd0;
        input_cnt <= 2'd0;
        predict_state <= 2'd0;
    end
    else begin
        state <= state_next;
        input_cnt <= input_cnt_next;
        predict_state <= predict_state_next;
    end
end
always @(*) begin
    case (state)
        IDLE: begin
            if(in_valid) state_next = IN;
            else         state_next = IDLE;    
        end
        IN: begin
            if(input_cnt == 2'd3) state_next = OUT;
            else                  state_next = IN;
        end
        OUT: begin
            if(mode_reg == 2'd0 & (horizon_point !== x[1] | vertical_point !== y[1])) state_next = OUT;
            else                                                                      state_next = IDLE;
        end
        default: begin
            state_next = IDLE;
        end 
    endcase
end
always @(*) begin
    case (state)
        IN: begin
            predict_state_next = PREDICT_LEFT;
        end
        OUT: begin
            if(predict_state == PREDICT_LEFT) predict_state_next = PREDICT_RIGHT;
            else                              predict_state_next = IDLE;
            if(horizon_point == right_point[0]) predict_state_next = PREDICT_LEFT;
        end
        default: predict_state_next = predict_state;
    endcase
end
always @(*) begin
    case (state)
        IN:      input_cnt_next = input_cnt + 1;
        default: input_cnt_next = 2'd0;
    endcase
end
always @(*) begin
    for(i = 0; i < 4; i = i + 1) begin
        x_next[i] = x[i];
        y_next[i] = y[i];
    end
    mode_next = mode_reg;
    case (state)
        IDLE: begin
            if(in_valid) begin
                x_next[0] = xi;
                y_next[0] = yi;
                mode_next = mode;
            end
            else begin
            end
        end 
        IN: begin
            case (input_cnt)
                2'd0: begin
                    x_next[1] = xi;
                    y_next[1] = yi;
                end 
                2'd1: begin
                    x_next[2] = xi;
                    y_next[2] = yi;
                end 
                2'd2: begin
                    x_next[3] = xi;
                    y_next[3] = yi;
                end
                default: begin
                end
            endcase
        end
        default: begin
        end
    endcase
end
always @(posedge clk or negedge rst_n) begin
    if(!rst_n) begin
        for(i = 0; i < 4; i = i + 1) begin
            x[i] <= 0;
            y[i] <= 0;
        end
        mode_reg <= 0;
    end
    else begin
        for(i = 0; i < 4; i = i + 1) begin
            x[i] <= x_next[i];
            y[i] <= y_next[i];
        end
        mode_reg <= mode_next;     
    end
end
assign left_edge[0]  = x[0] - x[2];
assign left_edge[1]  = y[0] - y[2];
assign right_edge[0] = x[1] - x[3];
assign right_edge[1] = y[1] - y[3];
assign a = y[1] - y[0];
assign b = x[0] - x[1];
assign r1 = x[2] - x[3];
assign r2 = y[2] - y[3];
always @(*) begin
    for(i = 0; i < 8; i = i + 1) begin
        num_1[i] = 0;
    end
    for(i = 0; i < 2; i = i + 1) begin
        num_2[i] = 0;
    end
    for(i = 0; i < 2; i = i + 1) begin
        left_point_next[i]  = left_point[i];
        right_point_next[i] = right_point[i];
        delta[i] = 0;
        sub[i] = 0;
    end
    horizon_point_next  = horizon_point;
    vertical_point_next = vertical_point;
    point_tmp = 0;
    out_tmp = 0;
    out = 0;
    case (state)
        IN: begin
            case (input_cnt)
                2'd3: begin
                    horizon_point_next  = x[2];
                    vertical_point_next = y[2];
                    left_point_next[0]  = x[2];
                    left_point_next[1]  = x[2];
                    right_point_next[0] = x[3];
                    right_point_next[1] = x[3];
                end
                default: begin
                end
            endcase
        end
        OUT: begin
            if(horizon_point == right_point[0]) begin
                horizon_point_next  = left_point[1];
                vertical_point_next = vertical_point + 1;
                left_point_next[0]  = left_point[1];
                right_point_next[0] = right_point[1];
            end
            else begin
                horizon_point_next  = horizon_point + 1;
                vertical_point_next = vertical_point;
            end
        end
        default: begin
        end
    endcase
    case (state)
        IN: begin
          case (input_cnt)
            2'd0: begin
                num_1[0] = 0;
                num_1[1] = 0;
                num_1[2] = 0;
                num_1[3] = 0;
            end
            2'd1: begin
                num_1[0] = x[0];
                num_1[1] = y[1];
                num_1[2] = y[0];
                num_1[3] = x[1];                
            end 
            2'd2: begin
                if(mode_reg == 2'd1) begin
                    num_1[0] = - b;
                    num_1[1] = y[1];
                    num_1[2] = a;
                    num_1[3] = x[1];
                    num_1[4] = a;
                    num_1[5] = x[2];
                    num_1[6] = - b;
                    num_1[7] = y[2];                     
                end
                else begin
                    num_1[0] = x[1];
                    num_1[1] = y[2];
                    num_1[2] = y[1];
                    num_1[3] = x[2];                    
                end
            end
            2'd3: begin
                if(mode_reg == 2'd1) begin
                    num_1[0] = a;
                    num_1[1] = a;
                    num_1[2] = -b;
                    num_1[3] = b;
                    num_1[4] = r1;
                    num_1[5] = r1;
                    num_1[6] = -r2;
                    num_1[7] = r2;                    
                end
                else begin
                    num_1[0] = x[2];
                    num_1[1] = y[3];
                    num_1[2] = y[2];
                    num_1[3] = x[3];
                    num_1[4] = x[3];
                    num_1[5] = y[0];
                    num_1[6] = y[3];
                    num_1[7] = x[0];                    
                end
            end
            default: begin
            end
          endcase
        end
        OUT: begin
            case (predict_state)
                PREDICT_LEFT: begin
                    sub[0] = y[2];
                    sub[1] = x[2];
                    num_1[0] = left_edge[0];
                    num_1[4] = left_edge[0];
                    num_1[2] = left_edge[1];
                    num_1[6] = left_edge[1];
                    if(x[0] < x[2]) begin
                        delta[0] = -1;
                        delta[1] = 0;  
                    end
                    else begin
                        delta[0] = 0;
                        delta[1] = 1;                
                    end
                    point_tmp = left_point[0] + left_slope;
                end
                PREDICT_RIGHT: begin
                    sub[0] = y[3];
                    sub[1] = x[3];
                    num_1[0] = right_edge[0];
                    num_1[4] = right_edge[0];
                    num_1[2] = right_edge[1];
                    num_1[6] = right_edge[1];    
                    if(x[1] < x[3]) begin
                        delta[0] = -1;
                        delta[1] = 0;  
                    end
                    else begin
                        delta[0] = 0;
                        delta[1] = 1;                
                    end
                    point_tmp = right_point[0] + right_slope;
                end                    
                default: begin
                end
            endcase 
            num_1[1] = vertical_point + 1 - sub[0];
            num_1[5] = vertical_point + 1 - sub[0];            
            num_1[3] = point_tmp + delta[0] - sub[1];
            num_1[7] = point_tmp + delta[1] - sub[1];
        end 
        default: begin
        end
    endcase
    cal_1[0] = (num_1[0] * num_1[1]) - (num_1[2] * num_1[3]);
    cal_1[1] = (num_1[4] * num_1[5]) - (num_1[6] * num_1[7]);
    case (predict_state)
        PREDICT_LEFT: begin
            if(!cal_1[0][15]) begin
                if(!cal_1[1][15]) left_point_next[1] = num_1[7] + x[2];
                else             left_point_next[1] = num_1[3] + x[2];
            end
            else                 left_point_next[1] = num_1[3] + x[2];  
        end
        PREDICT_RIGHT : begin
            if(!cal_1[0][15]) begin
                if(!cal_1[1][15]) right_point_next[1] = num_1[7] + x[3];
                else             right_point_next[1] = num_1[3] + x[3];
            end
            else                 right_point_next[1] = num_1[3] + x[3];           
        end
        default: begin
        end
    endcase
    if(horizon_point == right_point[0] && predict_state == PREDICT_RIGHT) right_point_next[0] = right_point_next[1];
    case (state)
        IN: begin
            case (input_cnt)
                2'd2: begin
                    num_2[0] = cal_1[0] + cal_1[1];
                    num_2[1] = cal_1[0] + cal_1[1];
                end
                2'd3: begin
                    num_2[0] = cal_1[0];
                    num_2[1] = cal_1[1];
                end
                default: begin
                end
            endcase
        end 
        default: begin
        end
    endcase
    cal_2 = num_2[0] * num_2[1];
    case (state)
        IDLE: begin
           sum_next = 0; 
        end 
        default: begin
            case (mode_reg)
            2'd1: begin
                sum_next = cal_2;
            end
            2'd2: begin
                sum_next = sum + cal_1[0] + cal_1[1];
            end 
            default: sum_next = 0;
        endcase   
        end 
    endcase
    case (mode_reg)
        2'd0: begin
            out[15:8] = horizon_point_next;
            out[7:0]  = vertical_point_next; 
        end
        2'd1: begin
            if(sum_next == sum)      out = 2'd2;
            else if (sum_next > sum) out = 2'd1;
            else                     out = 2'd0;
        end
        2'd2: begin
            if(sum_next[25]) out_tmp = - sum_next;
            else             out_tmp = sum_next;
            out = out_tmp >> 1;
        end 
        default: begin
            out_tmp = 0;
            out = 0;
        end
    endcase
end
reg signed[7:0] div_num [0:3];
reg signed[8:0] div_cal;
always @(*) begin
    case (state)
        IN: begin
            if(input_cnt == 2'd3) begin
                div_num[0] = x[0];
                div_num[1] = x[2];
                div_num[2] = y[0];
                div_num[3] = y[2];
            end
            else begin
                div_num[0] = x[1];
                div_num[1] = x[3];
                div_num[2] = y[1];
                div_num[3] = y[3];                
            end
        end 
        default: begin
            div_num[0] = x[1];
            div_num[1] = x[3];
            div_num[2] = y[1];
            div_num[3] = y[3];
        end
    endcase
    div_cal = ((div_num[0] - div_num[1]) / (div_num[2] - div_num[3]));
end
always @(posedge clk or negedge rst_n) begin
    if(!rst_n) begin
        left_slope <= 0;
        right_slope <= 0;
    end
    else begin
        case (state)
            IN: begin
                if(input_cnt == 2'd3) begin
                    left_slope <= div_cal;
                    right_slope <= right_slope;  
                end
                else begin
                    left_slope <= left_slope;
                    right_slope <= div_cal;               
                end
            end 
            default: begin
                left_slope <= left_slope;
                right_slope <= div_cal;  
            end
        endcase
    end 
end
always @(posedge clk or negedge rst_n) begin
    if(!rst_n) begin
        for(i = 0; i < 2; i = i + 1) begin
            left_point[i] <= 0;
            right_point[i] <= 0;
        end
        horizon_point <= 0;
        vertical_point <= 0;
    end
    else begin
        for(i = 0; i < 2; i = i + 1) begin
            left_point[i] <= left_point_next[i];
            right_point[i] <= right_point_next[i];
        end
        horizon_point <= horizon_point_next;
        vertical_point <= vertical_point_next;
    end
end
always @(posedge clk or negedge rst_n) begin
    if(!rst_n) begin
        sum <= 0; 
    end
    else begin
        sum <= sum_next;
    end
end
always @(posedge clk or negedge rst_n) begin
    if(!rst_n) begin 
        xo <= 0;
        yo <= 0;      
        out_valid <= 0;
    end
    else begin
        xo <= out[15:8];
        yo <= out[7:0];
        out_valid <= (state_next == OUT);
    end
end
endmodule 
### run.sh
#!/bin/bash
# OpenROAD 26Q1-2900-gdf79404cd8, Yosys 0.63+post, stock flow scripts
make -C /OpenROAD-flow-scripts/flow DESIGN_CONFIG=/design/flow/config.mk WORK_HOME=/design/flow/orfs finish
==> notes.md <==
run results: outcome=completed, IO Count=38, count of cell types in the netlist=approximately 93, Slowest cell on crit path=xnor2_1, Total GRT Usage=35.4%, Congestion Overflow GR=0, Hold Path End=input_cnt[0], RSZ-0062 raised after global routing=false, largest net degree at the start of global routing=~110, initial antenna violation count=2, critical path launch point type=flip-flop, vias in the first global route=~34000, final hold vios=0, Routed wire per std cell=between 20 and 25 microns, R2R Setup Slk=1450 ps, core footprint=between 80000 and 90000 sq um, post-CTS setup buffers=0, reg2reg path depth=just over 70, asr flop ratio synth=100%, worst hold path startpoint=input_cnt[0], WP data required=approximately 21000 ps, DRC=0, biggest regs=x: 32 flops, y: 32 flops, sum: 26 flops, Inserted Clock Buffers=17, CTS tree=done, worst-path fanout max=12, Final Critical Period=19450 ps, Sink Count=182, Syn-to-layout area delta=6.88%, Worst Setup End Kind=flip-flop, yosys stat area=approximately 41000 sq um, Pre-Repair DR Iteration Count=10, final setup vio count=0, EDFF count, synth=0, Top-area cell share=roughly 26%, Die W=288 microns, Pins Over Slew Limit=0, Crit Path Class=flip-flop to flip-flop, mapped cell area=40900 sq um, worst path bufs/invs=8, Final Instance Area=about 44000 sq um, Fmax achieved=about 0.05 GHz, GPL Wtd Cong=between 1 and 1.5, Post-synth top cells=inv_1 (837), nand2_1 (535), fa_1 (521), ha_1 (473), nor2_1 (355), final core utilization=around 54%, slew margin rel.=between 30 and 40%, CP peak stage delay=roughly 800 ps, first-pass GRT wire length=about 210000 microns, FP Util=between 50% and 60%, tally of OpenROAD warnings=36, CP most frequent cell=fa_1, DR vias=around 34000, # H-tree levels=4, # Cells Yosys=4853, layout cells sized above 1=5.86%, Seq share, synth=about 11%, fin crit share=roughly 93%, wirelength, routed=about 130000 microns, Crit path max-delay family=adder cells, Filler Cell Count=about 7600, yosys warning tally=15, clk latency late pin=around 450 ps, placed inst area=about 43000 sq um, Main synth FF type=dfrtp_1, Rows=104, cell with the most instances after synthesis=inv_1, Registers, synthesis=around 180, reg2reg start=x[3][1], Post-DP HPWL=between 100000 and 150000 microns, WHS Path Cells=1, Least-Margin Pin Slew=between 1000 and 1500 ps, Arr. time, crit path=between 15000 and 20000 ps, syn_area_per_cell=about 8.4 sq um, Clk pin slew, worst setup/hold paths=around 80 ps, routed vias/inst=5.72, worst hold path class=flip-flop to flip-flop, Synth Instances=4853, Largest cells by area=fa_1 (26%), ha_1 (14%), dfrtp_1 (11%), inv_1 (7.7%), nand2_1 (4.9%), reg2reg end=yo[0], Routed Antenna Nets=0, # Max-Cap Violations=0, Port Buffers=37, Max clock buf depth=2, clock skew=between 15 and 20 ps, top cell type by total area after synthesis=fa_1, initial drt markers=between 2000 and 3000, CTS Root Cell=clkbuf_16, DIE HEIGHT=288 microns, final setup TNS=0 ps, DIE AREA=roughly 83000 sq um
## area by class of cell
cell class	instances	area, sq um	area share, %
inverters	837	3140	7.19
clock buffers	18	429	0.982
well taps	1060	1330	3.03
multi-input cells	3702	32700	74.9
repair buffers	165	1350	3.08
flip-flops and latches	182	4560	10.4
diodes	3	7.51	0.0172
clock inverters	14	164	0.375
## logic make-up after synthesis
kind of cell | after synthesis | synth area share, %
buffers and inverters | 969 | 8.93
multiplexers | 101 | 2.67
XOR/XNOR | 323 | 7.22
flip-flops | 182 | 11.1
adder cells (fa/ha/maj) | 994 | 40.0
AND-OR/OR-AND | 990 | 15.8
AND/OR/NAND/NOR | 1294 | 14.3
## repair_timing
item,4_1_cts,5_1_grt
hold buffers,0,0
resized,0,2
setup endpoints to repair,0,12
hold endpoints to repair,0,0
## stage by stage
| stage | hold WS [ps] | instances | worst slack (ps) |
|---|---|---|---|
| floorplan | 450 | 4853 | 2530 |
| global placement | 470 | 5946 | 1740 |
| detailed placement | 482 | 5946 | 1580 |
| CTS | 492 | 5978 | 1490 |
| global route | 515 | 5979 | 62.3 |
| finish | 491 | 5981 | 1450 |
## how the worst max path moves through the flow
| stage | endpoint | cells past startpoint | start | slack (ps) |
|---|---|---|---|---|
| 6_report | yo[0] | 72 | x[3][1] | 1450 |
| 5_1_grt | right_slope[8] | 94 | input_cnt[0] | 60 |
| 4_1_cts | yo[0] | 72 | x[3][1] | 1490 |
## per-layer routing
layer  global-route usage [%]  vias to the layer above  wire (microns)
met5                        0                        -               0
met4                     8.89                        0            4410
met3                     13.9                      204           15800
met2                     49.6                     1448           56300
met1                     53.2                    16500           58000
li1                         -                    16100               -
## cell usage in the layout, fill, tap and decap left out, types with 17 or more instances in the layout
master,Yosys,layout
nor2_1,355,353
a222oi_1,26,26
nand3_1,39,39
o22ai_1,25,25
a22oi_1,46,46
nand2b_1,69,69
dfrtp_1,181,179
and3_1,17,17
a21o_1,93,93
mux2_2,64,64
nor4_1,18,18
buf_4,0,127
mux2i_1,37,37
o21a_1,53,53
and2_1,70,69
a31oi_1,19,19
o21bai_1,31,31
xnor2_1,198,198
o211ai_1,31,31
xor2_1,115,114
a211oi_1,22,22
o21ai_0,239,239
ha_1,473,471
clkbuf_16,0,17
fa_1,521,521
o21ai_1,27,27
a21oi_1,232,232
clkdlybuf4s50_1,0,36
nor2b_1,60,60
nor3_1,42,42
inv_1,837,837
nand2_1,535,533
or2_2,21,21
